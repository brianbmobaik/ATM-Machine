## flow/config.mk

```make
export PLATFORM = sky130hd
export DESIGN_NAME = ClkDivider
export DESIGN_NICKNAME = ClkDivider
export VERILOG_FILES = /design/flow/design.v
export SDC_FILE = /design/flow/constraint.sdc
export NUM_CORES = 4
export LEC_CHECK = 1
export CORE_UTILIZATION = 30
```

## flow/constraint.sdc

```tcl
current_design ClkDivider

set clk_period 4.1
set clk_io_pct 0.2

create_clock -name clk0 -period $clk_period [get_ports {clk}]

set non_clock_inputs [all_inputs -no_clocks]
set_input_delay [expr $clk_period * $clk_io_pct] -clock clk0 $non_clock_inputs
set_output_delay [expr $clk_period * $clk_io_pct] -clock clk0 [all_outputs]
```

## flow/design.v

```verilog
`timescale 1ns / 1ps
module ClkDivider #(parameter MAX_COUNT = 32'd799999) (
    input clk,           
    input rst,           
    output reg sclk      
    );
    reg [31:0] count;
    always @(posedge clk or posedge rst) begin
        if(rst == 1'b1) begin
            count <= 32'd0;
            sclk <= 1'b0;
        end else begin
            if(count == MAX_COUNT) begin        
                count <= 32'd0;
                sclk <= ~sclk;
            end else begin
                count <= count + 1;
            end
        end
    end
endmodule
```

## flow/run.sh

```bash
#!/bin/bash
# OpenROAD 26Q1-2900-gdf79404cd8, Yosys 0.63+post, stock flow scripts
make -C /OpenROAD-flow-scripts/flow DESIGN_CONFIG=/design/flow/config.mk WORK_HOME=/design/flow/orfs finish
```

==> impl_metrics.csv <==
group,metric,value,unit
worst_setup_path,reg2reg_slack,2.09,ns
clock_tree,cts_sinks,33,
clock_tree,cts_made_buffers,5,
final_timing,setup_tns,0,ns
synth,yosysUniqueCellTypes,33,
global_route,antenna_found_initial,0,
final_layout,drive_gt1_share,7.27,%
synth,ys_cells,155,
detailed_routing,initialDrtViolationCount,34,
synth,common_cells,"33 x dfrtp_1, 15 x xnor2_1, 12 x nand2_1, 12 x nand4_1, 12 x nor4_1",
die,core_area,5140,um2
detailed_routing,ant_nets,0,
synth,synth.avg_cell_area,10.4,um2
die,initial_core_util,31.4,%
final_timing,clock.fmax,497,MHz
outcome,status,"finished clean",
final_timing,maxSlewViolCount,0,
pwr,peakVddDrop,0.186,mV
final_timing,worst_pin_slew,0.555,ns
synth,synth-warning-count,1,
final_timing,fin_crit_sh,49.1,%
final_timing,period_minus_slack,2.01,ns
global_route,grt_start_max_net_pins,34,
worst_setup_path,cp-startpoint,"count[0]",
final_timing,finalWorstSetupSlack,2.09,ns
worst_setup_path,critical_path_arrival,2.21,ns
detailed_routing,num_vias,1148,
clock_tree,clk_pin_slew_worst_paths,0.07,ns
synth,async_reset_ff_share,100,%
die,die_x,75.4,um
global_route,gr-usage-all-layers,13.1,%
detailed_routing,routed_via_density,4.89,
pwr,p_leak,0.744,nW
global_route,grt_pass1_vias,1158,
worst_setup_path,reg2reg_to,"count[30]",
detailed_routing,first_pass_iters,4,
final_timing,slew_headroom,62.8,%
synth,ff_type,"dfrtp_1",
place,io_buffers,2,
run,warnings,25,
worst_setup_path,cp-start-kind,"flop",
min_path,hold_path.class,"flop to flop",
final_timing,grt_setup_unrepaired,"no",
synth,synth.most_common_cell,"dfrtp_1",
place,place_hpwl,2120,um
synth,postSynthSeqShare,51.1,%
detailed_routing,drcViolationCount,0,
detailed_routing,routed_wl,3050,um
final_timing,finClkSkew,0.00727,ns
worst_setup_path,reg2reg_from,"count[0]",
clock_tree,clockBufferDepth,2,
worst_setup_path,ff2ff_path_depth,5,
run,maxCapViolCount,0,
synth,largest_area_cell,"dfrtp_1",
synth,postSynthCellCount,155,
clock_tree,h-tree-depth,2,
clock_tree,hold_buffers,0,
place,pre_cts_ws,2.13,ns
synth,top_cell_area_share,51.1,%
die,die_y,75.4,um
place,gp_congestion,0.806,
final_timing,hold_viol,0,
worst_setup_path,worstPathMaxFanout,9,
synth,yosys_area,1620,um2
worst_setup_path,worstSetupEndpointType,"flop",
global_route,grt.overflow.total,0,
clock_tree,postCtsSetupBuffers,0,
detailed_routing,num_antenna_cells,0,
worst_setup_path,path_class,"flop to flop",
final_timing,setup_viol,0,
global_route,grt_pass1_wl,5530,um
detailed_routing,wl_per_cell,13.0,um
clock_tree,post_cts_resized,0,
clock_tree,clk_latency,0.28,ns
worst_setup_path,endpoint,"count[30]",
pwr,power_density,314,nW/um2
synth,synth_area,1620,um2
die,chip_area,5680,um2
final_layout,area_growth,11.5,%
worst_setup_path,worstPathRequired,4.30,ns
synth,numSynthFlops,33,
clock_tree,cts-root-buf,"clkbuf_8",
die,rows,26,
final_layout,final_util,35.1,%
synth,edf_count,0,
clock_tree,cts_tree,"built",
die,ios,3,
synth,area_leaders,"dfrtp_1 51%, xnor2_1 8.1%, xor2_1 5.4%",
critical path, stage by stage, from the launching register on:
cell and delay [ns]:
dfrtp_1 0.39, ha_1 0.24, nand3_1 0.17, or4_4 0.62, nor4_1 0.35, xnor2_1 0.16
logic make-up after synthesis:
group	Yosys count	share of synthesized area (%)
AND-OR/OR-AND	12	4.65
XOR/XNOR	25	13.6
adder cells (fa/ha/maj)	1	0.774
buffers and inverters	6	1.86
flip-flops	33	51.1
AND/OR/NAND/NOR	78	28.0
registers in the layout, summed over array words and instances (netlist names):
name	cells
count	32
sclk	1
layout by cell type (no fill, tap or decap), drive strengths merged, types with 3 or more instances in the layout:
| cell | count |
|---|---|
| dfrtp | 33 |
| xnor2 | 15 |
| nand4 | 13 |
| nand2 | 12 |
| nor4 | 12 |
| nor2 | 11 |
| xor2 | 10 |
| nand3 | 9 |
| clkbuf | 6 |
| inv | 5 |
| a21oi | 4 |
| nor3 | 4 |
| or3 | 3 |
| and3 | 3 |
cell type report:
cell class	count	area (um2)
Clock buffer	6	72.6
Clock inverter	2	10.0
Fill cell	535	3340
Inverter	5	18.8
Multi-Input combinational cell	116	759
Sequential cell	33	826
Tap cell	70	87.6
Timing Repair Buffer	3	27.5
how the worst min path moves through the flow:
stage                 startpoint  endpoint  slack (ns)  depth (start not counted)
final                       sclk      sclk        0.47                          1
after global routing        sclk      sclk        0.49                          1
after CTS                   sclk      sclk        0.48                          1
report_power, final:
part           internal, W  leakage [nW]  switching, W
Combinational   0.00000152         0.248    0.00000620
Sequential        0.000326         0.451             0
Clock             0.000117        0.0450      0.000114
metrics by stage:
stage	hold WS [ns]	instance area (um2)	power, W	cells
after floorplan	0.420	1620	0.000336	155
after global placement	0.458	1720	0.000340	227
after detailed placement	0.457	1720	0.000340	227
after CTS	0.476	1800	0.000573	235
after global routing	0.494	1800	0.000590	235
final	0.471	1800	0.000565	235
routing by layer:
| layer | share of wire [%] | track usage, % | wire (um) |
|---|---|---|---|
| met5 | 0 | 0 | 0 |
| met4 | 0.88 | 1.44 | 27 |
| met3 | 2.8 | 3.08 | 85 |
| met2 | 44 | 19.4 | 1340 |
| met1 | 52 | 20.8 | 1600 |
Power and IR drop assume default switching activity.
